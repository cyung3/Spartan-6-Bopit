### config.mk
export PLATFORM = sky130hd
export DESIGN_NAME = debounce5
export DESIGN_NICKNAME = debounce5
export VERILOG_FILES = /design/flow/design.v
export SDC_FILE = /design/flow/constraint.sdc
export NUM_CORES = 4
export LEC_CHECK = 1
export CORE_UTILIZATION = 30
### design.v
`timescale 1ns / 1ps
module clock_divider(
    input clk,
	input [26:0] freq,
	input reset,
    output clk_out
    );
reg [26:0] counter;
initial begin
	counter = 0;
end
assign clk_out = (counter == 0)? 1'b1 : 1'b0;
always @ (posedge clk)
begin
	if (reset) begin
		counter <= 0;
	end
	else if (counter == freq - 1)
		counter <= 0;
	else
		counter <= (counter + 1); 
end
endmodule
`timescale 1ns / 1ps
module debouncer(
    input btn,
    input clk,
    output btn_d
    );
wire slow_clk;
wire q1, q2;	
clock_divider clk_div(
	.clk(clk),
	.freq(125000),
	.reset(0),
	.clk_out(slow_clk) 
	);
dff d1(slow_clk, btn, q1);
dff d2(slow_clk, q1, q2);
assign btn_d = q1 & ~q2;
endmodule
module dff (input dff_clk, d, output reg q);
	always @(posedge dff_clk) begin
		q <= d;
	end
endmodule
module debounce5 (
	input [4:0] btns,
	input clk,
	output [4:0] btns_d
	);
debouncer d0(
    .btn(btns[0]),
    .clk(clk),
    .btn_d(btns_d[0])
    );	
debouncer d1(
    .btn(btns[1]),
    .clk(clk),
    .btn_d(btns_d[1])
    );	
debouncer d2(
    .btn(btns[2]),
    .clk(clk),
    .btn_d(btns_d[2])
    );	
debouncer d3(
    .btn(btns[3]),
    .clk(clk),
    .btn_d(btns_d[3])
    );	
debouncer d4(
    .btn(btns[4]),
    .clk(clk),
    .btn_d(btns_d[4])
    );	
endmodule
### constraint.sdc
current_design debounce5

set clk_period 6.2
set clk_io_pct 0.2

create_clock -name clk0 -period $clk_period [get_ports {clk}]

set non_clock_inputs [all_inputs -no_clocks]
set_input_delay [expr $clk_period * $clk_io_pct] -clock clk0 $non_clock_inputs
set_output_delay [expr $clk_period * $clk_io_pct] -clock clk0 [all_outputs]
### run.sh
#!/bin/bash
# OpenROAD 26Q1-2900-gdf79404cd8, Yosys 0.63+post, stock flow scripts
make -C /OpenROAD-flow-scripts/flow DESIGN_CONFIG=/design/flow/config.mk WORK_HOME=/design/flow/orfs finish
==> out/qor.yml <==
detailroute.via_count: 4520
die_w_um: 146.5
final-hold-violation-count: 0
cp_slowest_stage_delay_ps: 830
pwr-share-clk_pct: 52.2
post_synth_instance_area_um2: 6260
via_per_inst: 4.684
setup_tns_ps: 0
power_frac_seq_pct: 47.7
yosysWarningCount: 4
finalWirelength_um: 10670
hp-start: "d2.clk_div.counter[26]$_SDFF_PN0_"
utilization_after_layout_pct: 35.06
cts-root-to-sink-buffers: 2
routabilityCongestion: 0.8087
slew_viol_final: 0
synth.lib_cells_used.distinct: 31
cp.required_ps: 6470
worstPathArrival_ps: 2400
worstMarginPinSlew_ps: 855.9
floorplan.rows: 52
fin_crit_sh_pct: 34.29
timing.rr.end: "d0.clk_div.counter[11]$_SDFF_PN0_"
drc_errors: 0
grt-ovfl-total: 0
unclocked_pins: 10
route.antenna.remaining_nets: 0
floorplan.io_pins: 11
r2r_setup_slack_ps: 4070
area_leaders: "dfxtp_1 46%, xnor2_1 11%, xor2_1 5.7%, nor4_1 5.0%, nand4_1 4.3%"
worst_skew_pair.late_latency_ps: 420
postSynth.asyncResetShare_pct: 0
dr.pass1.iters: 4
top_area_share_pct: 46.37
power.density_cell_area_nw_per_um2: 255.0
untimed_endpoints: 15
wl_per_cell_um: 11.06
crit_path_max_fo: 9
first_global_vias: 4216
max-cap-violations: 0
holdPathEnd: "d2.clk_div.counter[26]$_SDFF_PN0_"
switching_share_pct: 20.23
tritoncts: "yes"
fin_crit_ps: 2126
status: "finished, final reports clean"
relSlewSlack_pct: 42.46
synth.largest_area_cell: "dfxtp_1"
post_synth_inst_count: 676
rr_worst_depth: 4
cpMaxStageDelayCell: "nor4_2"
route.antenna.diode_count: 0
detailedPlacementHpwl_um: 7328
cts_hold_buffers: 0
ys_seq_share_pct: 46.37
most-common-layout-cells: "145 x dfxtp_1, 79 x xnor2_1, 61 x nor2_1, 57 x nand2_1, 52 x nand3_1"
reg_clk_slew_reported_paths_ps: 60
fmax_mhz: 470.3
area.growth.synth_to_final_pct: 14.07
ys_dominant_reg_cell: "dfxtp_1"
post_cts_buffers: 0
net-switching-power_mw: 0.3683
yosysChipArea_um2: 6260
share_comb_of_total_power_pct: 0.2
grt_antenna_before_repair: 0
largest_net_degree_at_the_start_of_global_routing: 17
final_layout_top_logic_cell: "dfxtp_1"
power_leakage_nw: 2.484
postcts_resize_cnt: 0
initial_utilization_pct: 30.74
synth.yosys.num_cells: 676
ir_drop_uv: 188.1
drt_first_iter_violations: 283
cts-root-buf: "clkbuf_16"
timing.hold.worst_path_depth: 1
die_area_um2: 21450
timing.clock.skew_ps: 4.820
fin_hold_ws_ps: 462.9
timing_worst_setup_path_type: "reg -> reg"
die_h_um: 146.5
synth_area_per_cell_um2: 9.260
crit_reg_reg_startpoint: "d0.clk_div.counter[0]$_SDFF_PN0_"
p_int_mw: 1.452
cp_cell_sequence: "ha_1 -> nand4_1 -> nor4_2 -> nor2_1"
share_of_cells_above_drive_strength_1_pct: 6.763
critical_path.endpoint_type: "flip-flop"
tool_warnings: 30
core_area_um2: 20360
cts_inserted_buffers: 17
hold_path_class: "reg -> reg"
portBuffers: 10
grt_pass1_wl_um: 18950
synth.ff_latch_count: 145
start_kind: "flip-flop"
grt_use_total_pct: 10.54
enable_flop_cells: 0
report.final.setup_viol: 0
rsz0062_at_grt: "false"
htree_num_levels: 4
[layout make-up]
class,count,area [µm²]
timing repair buffer,12,115.1
inverter,19,71.32
tap,270,337.8
fill,2024,13220
clock inverter,11,100.1
clock buffer,21,470.5
sequential,145,2903
multi-input combinational,487,3143
[Yosys cell counts, types with 6 or more instances]
library cell and count:
nand3_1 52, and3_1 9, clkbuf_1 12, nor2_1 61, nor4_2 6, or3_1 6, nor4_1 50, and4_1 7
nand4_1 43, xnor2_1 79, dfxtp_1 145, xor2_1 41, nand2_1 57, buf_4 8, nor3_1 24, ha_1 10
inv_1 19, nor2b_1 10
[metrics by stage]
step	std cells	setup slack [ps]	instance area, µm²	power (mW)
3_3_place_gp	933	4118	6570	0.8898
3_5_place_dp	933	4063	6570	0.8898
5_1_grt	965	3876	7141	1.889
6_report	965	4074	7141	1.821
2_1_floorplan	676	4395	6260	0.8868
4_1_cts	965	4053	7141	1.846
[power by group through the flow]
stage / clock network [mW] / registers, mW / logic, mW
CTS: 0.975 / 0.868 / 0.00312
global route: 1.02 / 0.867 / 0.00325
finish: 0.950 / 0.868 / 0.00305
[cell families (layout without fill, tap and decap cells)]
kind of cell | Yosys count | in the layout | share of synthesized area, %
AOI/OAI and AO/OA | 10 | 10 | 0.8395
xor gates and xnor gates | 120 | 120 | 16.79
adders and majority gates | 10 | 10 | 1.999
buffers and inverters | 44 | 63 | 3.418
DFF | 145 | 145 | 46.37
and+or+nand+nor | 347 | 347 | 30.58
[how the worst max path moves through the flow]
stage / startpoint / to / slack [ps] / depth (start not counted)
CTS: d0.clk_div.counter[0]$_SDFF_PN0_ / d0.clk_div.counter[11]$_SDFF_PN0_ / 4050 / 4
global route: d0.clk_div.counter[0]$_SDFF_PN0_ / d0.clk_div.counter[14]$_SDFF_PN0_ / 3880 / 4
finish: d0.clk_div.counter[0]$_SDFF_PN0_ / d0.clk_div.counter[11]$_SDFF_PN0_ / 4070 / 4
[worst max-delay path, delay by kind of cell (launching register included)]
| family | cells | cell delay (ps) |
|---|---|---|
| DFF | 1 | 390 |
| adders and majority gates | 1 | 290 |
| and+or+nand+nor | 3 | 1310 |
[state kept, by name (all words and copies together) (netlist names), 27 cells and up]
register	cells
d2.clk_div.counter	27
d1.clk_div.counter	27
d3.clk_div.counter	27
d4.clk_div.counter	27
d0.clk_div.counter	27
[routing by layer]
metal  part of all wire [%]  wire, µm  global-route usage (%)  vias to the layer above
met3                    3.8       410                   2.580                       13
met2                     42      4461                   15.98                       50
met5                      0         0                       0                        -
li1                       -         -                       -                     2401
met4                    1.8       195                   1.615                        0
met1                     53      5602                   15.77                     2056
No activity file was given, so power comes from the tool's default toggle rates.
