## ./design.v

```verilog
`timescale 1ns / 1ps
module check_move(
    input [28:0] play_freq,
    input clk,
    input start,
	input [12:0] move,
	input [7:0] sw,
	input [4:0] btn,
    output reg halfway,
    output reg ready,
    output reg correct
    );
reg [31:0] counter;
reg [7:0] sw_prev;
reg [4:0] btn_press;
reg [12:0] move_reg;
always@(posedge clk) begin
	if (start) begin
		sw_prev <= sw;
		counter <= 0;
		btn_press <= 0;
		ready <= 1'b0;
		correct <= 1'b0;
        halfway <= 1'b0;
        move_reg <= move;
	end
	else if (counter == play_freq) begin
		ready <= 1;
		if (((sw ^ sw_prev) == move_reg[12:5]) && (move_reg[4:0] == btn_press)) begin
			correct <= 1'b1;
		end
		else begin
			correct <= 1'b0;
		end
	end
	else begin  
		ready <= 0;
		counter <= counter + 28'b1;
		btn_press <= btn_press | btn;
        if (counter == play_freq >> 1)
            halfway <= 1'b1;
	end
end
endmodule
```

## ./run.sh

```bash
#!/bin/bash
# OpenROAD 26Q1-2900-gdf79404cd8, Yosys 0.63+post, stock flow scripts
make -C /OpenROAD-flow-scripts/flow DESIGN_CONFIG=/design/flow/config.mk WORK_HOME=/design/flow/orfs finish
```

## ./config.mk

```make
export PLATFORM = sky130hd
export DESIGN_NAME = check_move
export DESIGN_NICKNAME = check_move
export VERILOG_FILES = /design/flow/design.v
export SDC_FILE = /design/flow/constraint.sdc
export NUM_CORES = 4
export LEC_CHECK = 1
export CORE_UTILIZATION = 40
```

## ./constraint.sdc

```tcl
current_design check_move

set clk_period 3.6
set clk_io_pct 0.2

create_clock -name clk0 -period $clk_period [get_ports {clk}]

set non_clock_inputs [all_inputs -no_clocks]
set_input_delay [expr $clk_period * $clk_io_pct] -clock clk0 $non_clock_inputs
set_output_delay [expr $clk_period * $clk_io_pct] -clock clk0 [all_outputs]
```

==> impl_metrics.py <==
# Metrics from the implementation run
metrics = {
    "synthesis": {
        "ys_sh_simple": 0.212,
        "synth_cell_types": 34,
        "syn_avg_cell_area_um2": 9.79,
        "synth_chip_area_um2": 3490,
        "logic_family": "XOR/XNOR gates",
        "yosys.area_share.aoi": 0.0441,
        "yosysCellCount": 357,
        "syn_inst": 357,
        "mux_share": 0.0512,
        "synthArstFlopShare": 0,
        "synth-warning-count": 1,
        "ys_seq_elements": 61,
        "synth-xor-area-share": 0.232,
        "synthFlopType": "dfxtp_1",
        "ys_seq_share": 0.410,
        "edf_count": 21,
        "synth_area_um2": 3490,
        "ys_sh_adder": 0.00358,
    },
    "setup_path": {
        "critical_path_class": "in -> reg",
        "worstPathCellList": "clkdlybuf4s50_1 > xnor2_1 > nand4_1 > nor4_2 > buf_4 > a311oi_1 > and4_1 > mux2_2",
        "cp.required_ns": 3.83,
        "cp.arrival_ns": 3.01,
        "max_stage_delay_ns": 0.62,
        "worstSetupEndpointType": "flop",
        "crit_slowest_cell": "a311oi_1",
        "start_kind": "input pin",
        "worstPathMaxFanout": 10,
    },
    "sta": {
        "max-slew-margin-rel": 0.537,
        "fin_crit_ns": 2.78,
        "worst_pin_slew_ns": 0.689,
        "timing.hold.ws_ns": 0.478,
        "finalMaxSlewViolations": 0,
        "finalWorstSetupSlack_ns": 0.818,
        "setup_violations": 0,
        "rsz0062_at_grt": "false",
        "finClkSkew_ns": 0.00678,
        "hold_viol": 0,
        "fmaxAchievable_mhz": 359,
        "fin_crit_sh": 0.773,
        "setup_tns_ns": 0,
    },
    "detailed_routing": {
        "antennaDiodeCount": 0,
        "first_pass_iters": 4,
        "drt_iter0_drc": 109,
        "post_drt_wl_per_cell_um": 14.9,
        "vias": 2649,
        "drt_wl_total_mm": 7.64,
        "ant_nets": 0,
        "drc": 0,
        "viasPerCell": 5.16,
    },
    "pwr": {
        "power_w": 0.00155,
        "p_leak_nw": 1.49,
        "ir_drop_uv": 242,
        "cellPowerDensity_nw_per_um2": 361,
    },
    "outcome": {
        "status": "finished clean",
    },
    "clock_tree": {
        "cts_resized": 0,
        "clk_latency_ns": 0.33,
        "tritoncts": "done",
        "cts_buffers": 9,
        "root_buffer": "clkbuf_8",
        "clk_pin_slew_ns": 0.07,
        "clockBufferDepth": 2,
        "cts_hold_buf": 0,
        "cts_setup_buffers": 0,
        "clock_sinks": 61,
        "htreeDepth": 3,
    },
    "hold_path": {
        "worstHoldPathType": "reg -> reg",
    },
    "die": {
        "io_pins": 60,
        "core_area_um2": 8340,
        "die_area_um2": 9110,
        "die_x_um": 95.5,
        "initCoreUtil": 0.419,
        "dieHeight_um": 95.5,
        "rows": 33,
    },
    "grt": {
        "grt_pass1_vias": 2622,
        "antenna_found_initial": 0,
        "overflow": 0,
        "grt_max_degree": 46,
        "grt_usage": 0.193,
        "grt_pass1_wl_mm": 13.0,
    },
    "job": {
        "maxCapViolCount": 0,
        "warning_count": 25,
    },
    "cells_and_area": {
        "largest_reg_flops": 32,
        "stdcell_area_um2": 4290,
        "synthToLayoutAreaGrowth_pct": 22.9,
        "drive_above_1_share": 0.110,
    },
    "place": {
        "port_buffers": 59,
        "globalplace.congestion": 0.977,
        "pre_cts_ws_ns": 0.497,
        "dp_hpwl_mm": 5.61,
        "dpl_cell_area_um2": 4090,
    },
}
-- cells in the final DEF, fill, tap and decap left out, types with 2 or more instances in the layout --
| master | instances |
|---|---|
| clkbuf_8 | 10 |
| nand2b_1 | 3 |
| nor3_1 | 5 |
| dfxtp_1 | 40 |
| clkinvlp_4 | 2 |
| nor4_1 | 6 |
| xor2_1 | 26 |
| mux2_2 | 15 |
| a31o_2 | 3 |
| nand4_1 | 20 |
| a31oi_1 | 7 |
| a21oi_1 | 9 |
| xnor2_2 | 2 |
| and3_1 | 6 |
| and4_1 | 7 |
| a311oi_1 | 3 |
| clkdlybuf4s50_1 | 58 |
| edfxtp_1 | 21 |
| nand3_1 | 17 |
| nor2_1 | 42 |
| buf_4 | 3 |
| nand2_1 | 8 |
| xnor2_1 | 63 |
| nor2b_1 | 15 |
| nor4_2 | 2 |
| and2_1 | 2 |
-- cells by family (layout without fill, tap and decap cells) --
group,Yosys count,after routing
compound gates,23,23
simple gates,136,136
flops,61,61
buf+inv,29,80
mux,16,16
xor+xnor,91,91
fa+ha+maj,1,1
-- cell type report --
class	instances	area, µm²
timing repair buffer	63	628
fill	783	4050
sequential	61	1430
tap	105	131
clock inverter	6	62.6
multi-input combinational	267	1900
inverter	1	3.75
clock buffer	10	138
-- worst max-delay path: cells and delay by family --
| family | cells | cell delay, ns |
|---|---|---|
| AND/OR/NAND/NOR | 3 | 0.53 |
| AND-OR/OR-AND | 1 | 0.62 |
| XOR/XNOR | 1 | 0.16 |
| buffers and inverters | 2 | 0.64 |
| multiplexers | 1 | 0.33 |
-- cell usage after synthesis, drive strengths merged (5+ instances only) --
cell type / count / area share
xnor2: 65 / 0.17
a21oi: 9 / 0.013
nor2b: 15 / 0.027
clkbuf: 9 / 0.010
dfxtp: 40 / 0.23
nand3: 18 / 0.029
nor2: 42 / 0.045
nor4: 8 / 0.018
and4: 7 / 0.018
and3: 6 / 0.011
buf: 19 / 0.035
a31oi: 8 / 0.016
edfxtp: 21 / 0.18
nor3: 5 / 0.0072
xor2: 26 / 0.065
mux2: 15 / 0.048
nand2: 8 / 0.0086
nand4: 20 / 0.036
-- power by group --
group / switching, W / internal (W) / leakage, nW
clock network: 0.000273 / 0.000336 / 0.0959
logic: 0.0000758 / 0.000108 / 0.862
registers: 0.0000160 / 0.000740 / 0.530
total: 0.000364 / 0.00118 / 1.49
-- through the flow --
step / instances / utilization
after floorplan: 357 / -
final: 513 / 0.515
after CTS: 513 / 0.515
after global placement: 497 / 0.491
after global routing: 513 / 0.515
after detailed placement: 497 / 0.491
-- final timing paths --
kind,startpoint,to,slack [ns],cells after the start
setup reg to reg,counter[4]$_SDFFE_PP0P_,counter[29]$_SDFFE_PP0P_,1.17,6
hold / removal,correct$_SDFFE_PP0N_,correct$_SDFFE_PP0N_,0.48,2
setup / recovery,play_freq[22],counter[14]$_SDFFE_PP0P_,0.82,8
hold reg to reg,correct$_SDFFE_PP0N_,correct$_SDFFE_PP0N_,0.48,2
-- routing by layer --
layer,up-vias,share of wire,global-route usage
li1,1323,-,-
met2,101,0.44,0.286
met3,14,0.072,0.0349
met1,1211,0.47,0.310
met5,-,0,0
met4,0,0.021,0.0348
Power figures rest on the tool's default switching activity, not on a simulated workload.
